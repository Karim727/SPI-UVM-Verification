===== flow/design.v =====
package RAM_shared_pkg;
    parameter RUNS = 1000;
endpackage
module SPI(MOSI,SS_n,clk,rst_n,tx_data,tx_valid,MISO,rx_data,rx_valid);
parameter IDLE=3'b000,CHK_CMD=3'b001,WRITE=3'b010,READ_ADD=3'b011,READ_DATA=3'b100;
input MOSI,SS_n,clk,rst_n,tx_valid;
input [7:0] tx_data;
output reg MISO,rx_valid;
output reg [9:0] rx_data;
reg [9:0] MOSI_reg;
reg [2:0]cs,ns;
reg [3:0] count;
reg flag=1;
always @(posedge clk) begin
    if(~rst_n) 
        cs<=IDLE;
    else
        cs<=ns;
end
always @(posedge clk) begin
    if(~rst_n) begin
        rx_data<=0;
        rx_valid<=0;
        MISO<=0;
        MOSI_reg <=0;
    end
    else begin
        if(cs==IDLE)
            rx_valid<=0;
        if(cs==CHK_CMD)
            count<=10;
        if(cs==WRITE || cs==READ_ADD) begin
            if (count > 0) begin
                    MOSI_reg[count-1] <= MOSI;
                    count <= count - 1;
                end
                else begin
                    rx_data <= MOSI_reg;
                    rx_valid <= 1;
                    if(cs==READ_ADD) flag <=0;
                end
        end
        else if(cs==READ_DATA) begin
            if (tx_valid) begin
                    rx_valid <= 0;
                    if (count > 0) begin
                        MISO <= tx_data[count-1];
                        count <= count - 1;
                    end
                    else begin
                        flag <= 1;
                    end
                end
                else begin
                    if (count > 0) begin
                        MOSI_reg[count-1] <= MOSI;
                        count <= count - 1;
                    end
                    else begin
                        rx_data <= MOSI_reg;
                        rx_valid <= 1;
                        count <= 8;
                    end
                end
        end            
    end
end
always @(cs,SS_n,MOSI,flag) begin
    case (cs)
        IDLE:
        if(SS_n)
            ns=IDLE;
        else
            ns=CHK_CMD;
        CHK_CMD:
        if(SS_n)
            ns=IDLE;
        else begin
            if(~MOSI)
                ns=WRITE;
            else if(MOSI) begin
                if(flag) begin
                    ns=READ_ADD;
                end
                else begin
                    ns=READ_DATA;
                end
            end
        end
        WRITE:
        if(SS_n)
            ns=IDLE;
        else
            ns=WRITE;
        READ_ADD:
        if(SS_n)
            ns=IDLE;
        else
            ns=READ_ADD;
        READ_DATA:
        if(SS_n)
            ns=IDLE;
        else
            ns=READ_DATA;            
        default: ns=IDLE;
    endcase
end
endmodule

===== flow/run.sh =====
#!/bin/bash
# OpenROAD 26Q1-2900-gdf79404cd8, Yosys 0.63+post, stock flow scripts
make -C /OpenROAD-flow-scripts/flow DESIGN_CONFIG=/design/flow/config.mk WORK_HOME=/design/flow/orfs finish

===== flow/config.mk =====
export PLATFORM = sky130hd
export DESIGN_NAME = SPI
export DESIGN_NICKNAME = SPI
export VERILOG_FILES = /design/flow/design.v
export SDC_FILE = /design/flow/constraint.sdc
export NUM_CORES = 4
export LEC_CHECK = 1
export CORE_AREA = 10 10 114 114
export DIE_AREA = 0 0 124 124

===== flow/constraint.sdc =====
current_design SPI

set clk_period 2.6
set clk_io_pct 0.2

create_clock -name clk0 -period $clk_period [get_ports {clk}]

set non_clock_inputs [all_inputs -no_clocks]
set_input_delay [expr $clk_period * $clk_io_pct] -clock clk0 $non_clock_inputs
set_output_delay [expr $clk_period * $clk_io_pct] -clock clk0 [all_outputs]

==> flow_summary.json <==
{
  "finalHoldViolCount": 0,
  "crit_chain": "inv_4, ha_4, xor2_4, or3_4, ha_4, or4b_4, nor3_4, o21ba_4, nor3b_4, mux2i_1",
  "tritoncts_num_sinks": 32,
  "cts.path.max_buffers": 2,
  "die_area_sq_um": 15400,
  "synth_xor_xnor_area_share_pct": 2.73,
  "enable_flop_cells": 5,
  "clk_pin_slew_ns": 0.06,
  "synth_top_cell_by_count": "sky130_fd_sc_hd__dfxtp_1",
  "timing.final.crit_period_ns": 2.91,
  "grt_overflow": 0,
  "syn-mean-instance-area_sq_um": 9.60,
  "tightestPinTransition_ns": 0.557,
  "fp_util_pct": 18.9,
  "compound_share_synth_pct": 10.6,
  "power.density_cell_area_nw_per_um2": 445,
  "post_synth_instance_area_sq_um": 1970,
  "vias": 1618,
  "hold_end": "cs[3]",
  "fin_ws_ns": -0.308,
  "global_route.usage.total_pct": 6.30,
  "topCombFamilyByArea": "simple AND/OR/NAND/NOR gates",
  "yosysTopAreaCell": "sky130_fd_sc_hd__dfxtp_1",
  "r2r_start": "count[0]",
  "timing.final.crit_share_pct": 112,
  "postSynthRegisterBits": 32,
  "multiplexer_area_fraction_after_synthesis_pct": 13.0,
  "finalWirelength_microns": 4670,
  "yosys.area_share.simple_pct": 28.0,
  "core_region_area_sq_um": 10400,
  "synth_cell_types": 48,
  "die.size.y_microns": 124,
  "final-setup-viol-count": 10,
  "ys_sh_adder_pct": 5.72,
  "clock_tree.root_cell": "sky130_fd_sc_hd__clkbuf_8",
  "ys_dominant_reg_cell": "sky130_fd_sc_hd__dfxtp_1",
  "reg2reg_slack_ns": -0.31,
  "dieWidth_microns": 124,
  "port_buffers": 24,
  "crit_path_max_incr_delay_ns": 0.52,
  "worst_r2r_endpoint": "MOSI_reg[8]",
  "arrival_ns": 3.12,
  "gpl.final_weighted_congestion": 0.874,
  "cts-buffers-inserted": 5,
  "startpoint_class": "flip-flop",
  "synth_seq_share_pct": 35.1,
  "clock_tree.htree_level_count": 2,
  "asyncSetResetFlopFracSynth_pct": 0,
  "topCellsByArea": "sky130_fd_sc_hd__dfxtp_1 27%, sky130_fd_sc_hd__mux2i_1 11%, sky130_fd_sc_hd__edfxtp_1 7.6%",
  "min_path_type": "reg -> reg",
  "areaGrowthSynthToFinish_pct": 43.7,
  "timing.max_cap.violations": 0,
  "placedInstanceArea_sq_um": 2590,
  "worst_clock_skew_ns": 0.00153,
  "failed_checks": "setup timing",
  "row_count": 37,
  "routed_length_per_placed_instance_microns": 11.7,
  "number_of_warnings_in_the_stage_logs": 30,
  "yosysWarningCount": 1,
  "grt_setup_unrepaired": "yes",
  "synthesis.instances": 205,
  "crit_path_end_kind": "flip-flop",
  "peakVddDrop_v": 0.000184,
  "worst_slew_margin_rel_pct": 62.8,
  "tritoncts_clock_tree": "built",
  "outcome": "finished with violations",
  "grt_antenna_before_repair": 0,
  "tns_ns": -2.48,
  "route.detailed.drc": 0,
  "cell_area_after_layout_sq_um": 2830,
  "initialDrtViolationCount": 102,
  "grt_start_max_net_pins": 21,
  "hp-start": "cs[0]",
  "dp_hpwl_microns": 3540,
  "cellLeakagePower_nw": 1.04,
  "drive_gt1_share_pct": 29.9,
  "critical_path.most_common_cell": "sky130_fd_sc_hd__ha_4",
  "num_antenna_cells": 0,
  "insertion_delay_ns": 0.28,
  "synth.yosys.chip_area_sq_um": 1970,
  "worstRegToRegCells": 10,
  "first_global_vias": 1656,
  "fill_count": 1091,
  "fmax_ghz": 0.344,
  "grt_first_pass_wirelength_microns": 8050,
  "antenna_violating_nets_left": 0,
  "ctsHoldBuffers": 0,
  "cp.required_ns": 2.81,
  "place_ws_ns": -0.354,
  "io_pins": 25,
  "crit_path_max_fanout": 5,
  "final_max_slew_viol_count": 0,
  "synth.top_cell.area_share_pct": 27.5,
  "timing.critical_path.slowest_stage_cell": "sky130_fd_sc_hd__or4b_4",
  "ys_cells": 205,
  "seq_area_sq_um": 691,
  "whs_path_depth": 2,
  "viasPerCell": 4.05,
  "timing_worst_setup_path_type": "reg -> reg",
  "synth.top_cells.by_count": "27 x sky130_fd_sc_hd__dfxtp_1, 25 x sky130_fd_sc_hd__nand2_1, 21 x sky130_fd_sc_hd__mux2i_1, 11 x sky130_fd_sc_hd__nor2_1, 11 x sky130_fd_sc_hd__nor2b_1",
  "drt_pass1_iterations": 4,
  "area_of_combinational_cells_with_multiple_inputs_sq_um": 1320
}
[metrics by stage]
stage	instances	hold WS (ns)	total power [mW]	utilization, %
after global placement	386	0.429	0.840	24.8
final	400	0.440	1.26	27.2
after global routing	400	0.473	1.33	27.2
after CTS	399	0.443	1.26	26.5
after detailed placement	386	0.434	0.842	24.8
after floorplan	205	0.415	0.741	-
[cells by family (layout without fill, tap and decap cells)]
kind of cell             after synthesis  count (layout)
AND-OR/OR-AND                         28              28
multiplexers                          23              23
flip-flops                            32              32
AND/OR/NAND/NOR                       90              90
adder cells (fa/ha/maj)                9               9
buffers and inverters                 19              78
XOR/XNOR                               4               4
[layer usage]
metal	GRT usage (%)	part of all wire, %
met4	1.01	1.8
met1	8.49	47
met2	10.3	47
met5	0	0
met3	1.56	4.8
[critical path: cells and delay by family (launching register included)]
family                     cells  cell delay, ns
DFF                            1            0.43
and+or+nand+nor                4            1.38
adders and majority gates      2            0.40
muxes                          1            0.20
buffers and inverters          1            0.05
xor gates and xnor gates       1            0.16
AOI/OAI and AO/OA              1            0.21
[report_power, final]
group | total [mW] | leakage (nW) | internal (mW) | switching (mW)
sequential | 0.521 | 0.265 | 0.512 | 0.00918
combinational | 0.348 | 0.726 | 0.176 | 0.172
clock | 0.391 | 0.0510 | 0.211 | 0.180
total | 1.26 | 1.04 | 0.899 | 0.361
[cell usage in the layout (no fill, tap or decap), types with 6 or more instances in the layout]
master	Yosys	final
sky130_fd_sc_hd__a21oi_1	6	6
sky130_fd_sc_hd__buf_4	3	34
sky130_fd_sc_hd__clkbuf_8	0	6
sky130_fd_sc_hd__clkdlybuf4s50_1	0	24
sky130_fd_sc_hd__dfxtp_1	27	27
sky130_fd_sc_hd__ha_1	9	6
sky130_fd_sc_hd__inv_1	10	8
sky130_fd_sc_hd__mux2i_1	21	21
sky130_fd_sc_hd__nand2_1	25	24
sky130_fd_sc_hd__nand2b_1	8	8
sky130_fd_sc_hd__nor2_1	11	10
sky130_fd_sc_hd__nor2b_1	11	11
[cell type report]
class | instances | share of cell area [%]
flip-flops and latches | 32 | 24.4
multi-input cells | 154 | 46.6
clock buffers | 6 | 2.92
repair buffers | 60 | 18.3
inverters | 10 | 1.42
well taps | 136 | 6.02
clock inverters | 2 | 0.354
[worst max-delay path by stage]
stage / cells past startpoint / end / slack [ns] / from
4_1_cts: 10 / MOSI_reg[2] / -0.35 / count[0]
5_1_grt: 10 / MOSI_reg[2] / -0.45 / count[0]
6_report: 10 / MOSI_reg[8] / -0.31 / count[0]
[repair_timing]
action / in CTS / in global routing
resized: 8 / 10
setup endpoints to repair: 10 / 10
cloned: 0 / 0
setup buffers: 6 / 1
pin swaps: 12 / 8
Power and IR drop assume default switching activity.
