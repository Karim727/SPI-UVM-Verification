### flow/design.v
package RAM_shared_pkg;
    parameter RUNS = 1000;
endpackage
module RAM_golden(din,clk,rst_n,rx_valid,dout,tx_valid);
parameter MEM_DEPTH=256,ADDR_SIZE=8;
input clk,rst_n,rx_valid;
input [9:0] din;
output reg [7:0] dout;
output reg tx_valid;
reg [7:0] mem [255:0];
reg [7:0] addr_wr,addr_rd;
always @(posedge clk) begin
    if(~rst_n) begin
        dout<=0;
        tx_valid<=0;
        addr_wr<=0;
        addr_rd<=0;
    end
    else begin
        tx_valid<=0;
        if(rx_valid) begin
            if (din[9:8] == 2'b00)  
                addr_wr <= din[7:0];
            else if (din[9:8] == 2'b01)  
                mem[addr_wr] <= din[7:0];
            else if(din[9:8] == 2'b10)  
                addr_rd <= din[7:0];
            else if (din[9:8] == 2'b11) begin  
                dout <= mem[addr_rd];
                tx_valid <= 1;
            end
        end
    end
end
endmodule
### flow/run.sh
#!/bin/bash
# OpenROAD 26Q1-2900-gdf79404cd8, Yosys 0.63+post, stock flow scripts
make -C /OpenROAD-flow-scripts/flow DESIGN_CONFIG=/design/flow/config.mk WORK_HOME=/design/flow/orfs finish
### flow/config.mk
export PLATFORM = sky130hd
export DESIGN_NAME = RAM_golden
export DESIGN_NICKNAME = RAM_golden
export VERILOG_FILES = /design/flow/design.v
export SDC_FILE = /design/flow/constraint.sdc
export NUM_CORES = 4
export LEC_CHECK = 1
export CORE_UTILIZATION = 40
### flow/constraint.sdc
current_design RAM_golden

set clk_period 34.7
set clk_io_pct 0.2

create_clock -name clk0 -period $clk_period [get_ports {clk}]

set non_clock_inputs [all_inputs -no_clocks]
set_input_delay [expr $clk_period * $clk_io_pct] -clock clk0 $non_clock_inputs
set_output_delay [expr $clk_period * $clk_io_pct] -clock clk0 [all_outputs]
==> metrics.yaml <==
status:
  status: "complete, no violations"
grt:
  grt_pass1_wl_mm: 318
  grt_pass1_vias: 44300
  grt-ovfl-total: 0
  antenna_found_initial: 8
  grt_max_degree: 112
  track_usage_pct: 24.2
floorplan:
  initCoreUtil_pct: 40.4
  rows: 164
  die_y_um: 452
  die_w_um: 452
  design.core.area_um2: 200000
  pin_count: 22
  die_area_um2: 204000
worst_setup_path:
  worstPathMaxFanout: 20
  r2r_start: "addr_rd[0]"
  cp-startpoint: "rst_n"
  endpoint: "mem[121][7]"
  required_ns: 35.16
  cp-start-kind: "input pin"
  r2r_slack_ns: 29.27
  end_kind: "flip-flop"
  arrival_ns: 10.21
  worstRegToRegCells: 10
  crit_type: "in -> reg"
  reg2reg_to: "dout[1]"
cts:
  ctsHoldBuffers: 0
  cts_resized: 0
  cts_tree: "yes"
  clock_sinks: 2073
  ctsRootBufferMaster: "clkbuf_16"
  clkTransAtPathRegs_ns: 0.07
  clk_latency_ns: 0.85
  h-tree-depth: 4
  numCtsBuffers: 201
  post_cts_buffers: 0
  clockBufferDepth: 3
timing:
  drv_slew: 0
  tightestPinTransition_ns: 1.16
  holdWs_ns: 0.585
  finClkSkew_ns: 0.0585
  setup_viol: 0
  min_period_ns: 9.75
  final_hold_viol_count: 0
  clock.fmax_mhz: 103
  max-slew-margin-rel_pct: 21.0
  tns_ns: 0
  post-route-period-util_pct: 28.1
  rsz0062_at_grt: "false"
synth:
  ys_seq_share_pct: 76.5
  edf_count: 2048
  largest_area_cell: "edfxtp_1"
  ys.flops: 2073
  synth_chip_area_um2: 81000
  synth_cells: 3966
  synthArstFlopShare_pct: 0
  yosys_cells: 3966
  yosysWarnings: 1
  syn_area_per_cell_um2: 20.4
  synth.distinct_cells: 66
  topCellsByArea: "edfxtp_1, mux4_2, mux2i_1"
  synth-main-ff-cell: "edfxtp_1"
  yosysTopAreaCellShare_pct: 75.9
  syn_area_um2: 81000
pwr:
  p_clk_share_pct: 43.0
  power_density_nw_per_um2: 55.9
  comb_power_share_pct: 2.8
  vdd_drop_max_v: 0.0000477
  pwr-share-seq_pct: 54.2
  swShare_pct: 20.6
  p_int_w: 0.00403
  total_power_w: 0.00508
  p_leak_nw: 26.8
  p_sw_w: 0.00105
flow_run:
  maxCapViolations: 0
  warning_count: 33
finish:
  area_delta_synth_final_pct: 12.1
  fin_util_pct: 45.3
  stdcell_count: 6932
  num-fill-cells: 16400
  layout-drive-gt1-share_pct: 21.5
place:
  dp.cells: 6556
  port_buffers: 21
  hpwlAfterDp_mm: 141
  place.gp.congestion: 0.966
routing:
  vias: 40300
  drc_errors: 0
  avgViaCountPerCell: 5.82
  drt-total-wl_mm: 222
  drt-wirelength-per-cell_um: 32.0
  drtPass1Iterations: 5
  drt_iter0_drc: 3038
  drtAntennaViolNets: 0
hold_path:
  hold_path.class: "reg -> reg"
==> registers in the layout (all words and copies together) (netlist names) <==
name	cells
mem	2048
dout	8
tx_valid	1
addr_wr	8
addr_rd	8
==> metal layers <==
layer  wire (um)  up-vias  share of wire [%]  track usage, %
li1            -    16700                  -               -
met1       71100    20400                 32            29.2
met2      102000     2874                 46            34.3
met3       40500      398                 18            19.3
met4        7900       10                3.6            6.47
met5         233        -               0.11            1.00
==> layout by cell type, fill, tap and decap left out, types with 15 or more instances in the layout <==
master	instances
clkbuf_1	22
nand2_1	121
o221ai_1	19
nor3_1	20
o21ai_0	32
mux2i_1	215
a21oi_1	34
nand3_1	62
a2111oi_0	15
clkinv_1	54
nand4_1	18
clkinv_2	39
bufinv_16	23
o22ai_1	79
a22oi_1	35
clkbuf_16	203
buf_4	148
nor2_1	354
edfxtp_1	2048
mux4_2	435
nor4_1	19
a211oi_1	15
nor2b_1	19
dfxtp_1	21
==> worst max-delay path: stages <==
cell and delay (ns):
clkdlybuf4s50_1 0.87, and3_1 0.28, buf_4 0.24, nand3_1 0.67
buf_4 0.54, nor2_1 0.63
==> cells by family after synthesis <==
family / after synthesis / share of synthesized area [%]
compound gates: 307 / 2.65
flops: 2073 / 76.5
mux: 663 / 15.1
simple gates: 671 / 3.64
buf+inv: 247 / 2.02
fa+ha+maj: 5 / 0.0772
==> area by class of cell <==
| type | instances | area [um^2] | share of cell area, % |
|---|---|---|---|
| timing repair buffer | 174 | 1450 | 1.60 |
| clock inverter | 147 | 1440 | 1.58 |
| multi-input combinational | 1646 | 17400 | 19.2 |
| tap | 2656 | 3320 | 3.66 |
| clock buffer | 225 | 5160 | 5.68 |
| inverter | 7 | 31.3 | 0.0344 |
| antenna | 4 | 10.0 | 0.0110 |
| sequential | 2073 | 62000 | 68.3 |
==> Yosys cell counts (19+ instances only) <==
cell type	n
o21ai_0	32
a2111oi_0	20
edfxtp_1	2048
clkbuf_1	89
mux2i_1	215
nand3_1	62
o221ai_1	19
buf_2	58
a21oi_1	34
nor3_1	20
buf_4	33
o22ai_1	79
nor2b_1	20
nor2_1	356
nand2_1	122
dfxtp_1	25
a22oi_1	35
mux4_2	435
buf_6	37
nor4_1	19
==> power groups by stage <==
stage | registers, W | clock network (W) | logic [W]
after CTS | 0.00275 | 0.00222 | 0.000144
after global routing | 0.00275 | 0.00231 | 0.000152
final | 0.00275 | 0.00218 | 0.000143
==> metrics by stage <==
stage	instance area (um^2)	setup slack (ns)
2_1_floorplan	81000	25.60
5_1_grt	90800	24.88
3_5_place_dp	84200	24.18
3_3_place_gp	84200	24.28
6_report	90800	24.95
4_1_cts	90800	25.05
==> how the worst min path moves through the flow <==
stage | start | end | slack (ns) | depth (start not counted)
final | addr_wr[5] | addr_wr[5] | 0.58 | 2
after global routing | addr_wr[4] | addr_wr[4] | 0.62 | 2
after CTS | addr_wr[5] | addr_wr[5] | 0.58 | 2
Power figures rest on the tool's default switching activity, not on a simulated workload.
