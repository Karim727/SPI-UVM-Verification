==> config.mk <==
export PLATFORM = sky130hd
export DESIGN_NAME = RAM
export DESIGN_NICKNAME = RAM
export VERILOG_FILES = /design/flow/design.v
export SDC_FILE = /design/flow/constraint.sdc
export NUM_CORES = 4
export LEC_CHECK = 1
export CORE_UTILIZATION = 30
==> constraint.sdc <==
current_design RAM

set clk_period 33.1
set clk_io_pct 0.2

create_clock -name clk0 -period $clk_period [get_ports {clk}]

set non_clock_inputs [all_inputs -no_clocks]
set_input_delay [expr $clk_period * $clk_io_pct] -clock clk0 $non_clock_inputs
set_output_delay [expr $clk_period * $clk_io_pct] -clock clk0 [all_outputs]
==> design.v <==
package RAM_shared_pkg;
    parameter RUNS = 1000;
endpackage
module RAM (din,clk,rst_n,rx_valid,dout,tx_valid);
input      [9:0] din;
input            clk, rst_n, rx_valid;
output reg [7:0] dout;
output reg       tx_valid;
reg [7:0] MEM [255:0];
reg [7:0] Rd_Addr, Wr_Addr;
always @(posedge clk) begin
    if (~rst_n) begin
        dout <= 0;
        Rd_Addr <= 0;
        Wr_Addr <= 0;
    end
    else                                           
        if (rx_valid) begin
            case (din[9:8])
                2'b00 : Wr_Addr <= din[7:0];  
                2'b01 : MEM[Wr_Addr] <= din[7:0];  
                2'b10 : Rd_Addr <= din[7:0];  
                2'b11 : dout <= MEM[Rd_Addr];  
                default : dout <= 0;
            endcase
        end
    tx_valid <= (din[9] && din[8] && rx_valid && rst_n)? 1'b1 : 1'b0; 
end
endmodule
==> run.sh <==
#!/bin/bash
# OpenROAD 26Q1-2900-gdf79404cd8, Yosys 0.63+post, stock flow scripts
make -C /OpenROAD-flow-scripts/flow DESIGN_CONFIG=/design/flow/config.mk WORK_HOME=/design/flow/orfs finish
==> impl_metrics.toml <==
# yosys + openroad results
[final_timing]
finalMaxSlewViolations = 0
fmax_mhz = 106
setup_tns_ns = 0
fin_crit_sh_pct = 28.4
slew_headroom_pct = 29.7
whs_ns = 0.615
finalHoldViolations = 0
worstMarginPinSlew_ns = 1.04
finalClockSkew_ns = 0.0498
setup_violations = 0
fin_crit_ns = 9.39
rsz0062_at_grt = "no"

[min_path]
hold_path.class = "reg2reg"

[layout]
n_fill_cell = 24118
area_growth_pct = 14.4
drive_above_1_share_pct = 22.3

[global_route]
grt_max_degree = 112
track_usage_pct = 16.3
first_global_vias = 43038
grt_overflow = 0
antenna_found_initial = 5
grt_pass1_wl_mm = 296

[logic_synthesis]
synth_cells = 3827
yosysWarnings = 1
ys_chip_area_sq_um = 80200
synth_cell_type_count = 45
flop_cell = "edfxtp_1"
synthArstFlopShare_pct = 0
edf_count = 2048
synth_area_per_cell_sq_um = 21.0
ys_seq_share_pct = 77.3
synthesis.area_sq_um = 80200
yosys_cells = 3827
ys.flops = 2073

[worst_setup_path]
cp.required_ns = 33.55
slowest_delay_ns = 0.70
cp_slowest_cell = "nand3_1"
critPathMostFrequentCell = "buf_4"
crit_buf_inv = 4
path_cells = "clkdlybuf4s50_1 -> buf_4 -> and4b_1 -> buf_4 -> nand3_1 -> buf_4 -> nor2_1"
worstSetupStartpointType = "primary input"
cp_max_fo = 26
crit_family = "buffers and inverters"
crit_arrival_ns = 9.84
endpoint_kind = "register"
critPathKind = "in2reg"

[cts]
postCtsResizedCells = 0
cts_sinks = 2073
cts_root_buffer = "clkbuf_16"
h-tree-depth = 4
cts_buffers = 203
cts_tree = "yes"
clockBufferDepth = 3
clk_pin_slew_ns = 0.06
post_cts_buffers = 0
cts_hold_buf = 0
clk_latency_ns = 0.86

[floorplanning]
fp.coreArea_sq_um = 266000
dieArea_sq_um = 269000
ios = 22
die_h_um = 519
fp_util_pct = 30.2
fp.dieW_um = 519
fp-row-count = 189

[place]
dpl.hpwl_mm = 127
gp_congestion = 0.932
io_buffers = 21

[route]
routed_wl_mm = 204
via_per_inst = 5.03
wl_per_cell_um = 26.7
drt-initial-drc-count = 2769
dr.pass1.iters = 6
postRouteAntennaNets = 0
vias = 38490
drc_errors = 0

[status]
outcome = "completed"

[pwr]
leakagePower_nw = 26.6
peakVddDrop_mv = 0.0517
powerDensity_nw_per_um2 = 59.7

[flow_run]
warning_count = 30
maxCapViolCount = 0
[per-stage QoR]
step	std cells	power (mW)	instance area, sq um	util (%)	worst slack, ns
final	7646	5.48	91800	34.6	23.71
after global routing	7643	5.64	91800	34.6	23.64
after CTS	7643	5.53	91800	34.6	23.70
after detailed placement	7263	3.13	84700	31.9	22.77
after global placement	7263	3.13	84700	31.9	22.85
after floorplan	3827	3.03	80200	-	24.54
[power by group]
part / internal [mW] / total [mW] / switching, mW
combinational: 0.0567 / 0.183 / 0.126
sequential: 2.88 / 2.89 / 0.00502
clock: 1.41 / 2.41 / 0.999
[flip-flops by register name, indices dropped and copies added, names as in the netlist]
| name | count |
|---|---|
| MEM | 2048 |
| Rd_Addr | 8 |
| Wr_Addr | 8 |
| dout | 8 |
| tx_valid | 1 |
[routing by layer]
layer  share of wire [%]  wire, um  vias up  GRT usage, %
met3                  18     35900      349          13.6
met2                  46     94900     2643          24.4
met1                  32     65900    19274          17.3
li1                    -         -    16214             -
met5               0.098       201        -         0.747
met4                 3.6      7370       10          4.54
[synth_stat cells (all sizes together), types with 5 or more instances]
cell / n / area, sq um
dfxtp: 25 / 500
nand2: 37 / 141
nand4: 32 / 200
a311o: 13 / 130
a22oi: 46 / 345
o22ai: 21 / 131
a31oi: 5 / 31.3
a221oi: 98 / 858
and2: 6 / 37.5
mux2i: 251 / 2510
nor3: 5 / 25.0
o221ai: 8 / 70.1
nor2b: 30 / 188
buf: 128 / 830
edfxtp: 2048 / 61500
clkbuf: 116 / 435
nand3: 35 / 175
a21oi: 32 / 160
mux2: 19 / 214
mux4: 434 / 9770
a2111oi: 5 / 43.8
nor2: 283 / 1060
o21ai: 116 / 581
[kinds of logic (layout without fill, tap and decap cells)]
kind of cell,after synthesis,count (layout),share of synthesized area [%]
buf+inv,246,529,1.59
flops,2073,2073,77.3
mux,704,704,15.6
compound gates,360,360,3.11
simple gates,444,444,2.43
other cells,0,3,0
[worst min-delay path: stages, from the launching register on]
cell,delay (ns)
dfxtp_1,0.37
mux2i_1,0.14
nor2b_1,0.06
[worst paths after layout]
path,from,slack [ns],end,depth (start not counted)
max reg2reg,Rd_Addr[0],27.64,dout[5],10
max,rst_n,23.71,MEM[229][1],7
min reg2reg,Wr_Addr[5],0.61,Wr_Addr[5],2
min,Wr_Addr[5],0.61,Wr_Addr[5],2
[cell type report]
cell class	count	area, sq um	share of cell area (%)
clock inverter	143	1870	2.03
multi-input combinational	1508	17000	18.5
inverter	2	7.51	0.00818
sequential	2073	62000	67.6
timing repair buffer	147	1250	1.36
tap	3533	4420	4.82
clock buffer	237	5260	5.73
antenna	3	7.51	0.00818
[cells in the final DEF, fill, tap and decap left out, types with 32 or more instances in the layout]
cell type,instances
edfxtp_1,2048
buf_4,122
nor2_1,282
mux4_2,434
nand3_1,33
nand4_1,32
o21ai_0,116
clkinv_2,36
a21oi_1,32
mux2i_1,251
clkbuf_16,204
nand2_1,36
a221oi_1,98
bufinv_16,34
a22oi_1,46
clkinv_1,35
Power figures rest on the tool's default switching activity, not on a simulated workload.
